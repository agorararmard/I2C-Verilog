===== ./config.mk =====
export PLATFORM = sky130hd
export DESIGN_NAME = counter
export DESIGN_NICKNAME = counter
export VERILOG_FILES = /design/flow/design.v
export SDC_FILE = /design/flow/constraint.sdc
export NUM_CORES = 4
export LEC_CHECK = 1
export CORE_AREA = 10 10 70 70
export DIE_AREA = 0 0 80 80

===== ./constraint.sdc =====
current_design counter

set clk_period 1.8
set clk_io_pct 0.2

create_clock -name clk0 -period $clk_period [get_ports {clk}]

set non_clock_inputs [all_inputs -no_clocks]
set_input_delay [expr $clk_period * $clk_io_pct] -clock clk0 $non_clock_inputs
set_output_delay [expr $clk_period * $clk_io_pct] -clock clk0 [all_outputs]

===== ./design.v =====
`timescale 1ns/1ns
module counter(clk, rst, newcount, outcount);
    input clk;
    input rst;
    input newcount;
    output outcount;
    reg en;
    reg[2:0] counter;
    assign outcount = (counter == 3'b111);
    always @(posedge clk or negedge rst) begin
        if(!rst) begin
            counter <=3'b000;
            en<=1'b0;
        end
        else 
            if(newcount) begin
                counter <=3'b000;
                en <= 1'b1;
            end
            else
                if(en) begin
                    counter <= counter + 3'b001;
                    if(counter == 3'b111) begin
                        en <= 1'b0;
                    end
                end
                else 
                    counter <= counter;
    end
endmodule

===== ./run.sh =====
#!/bin/bash
# OpenROAD 26Q1-2900-gdf79404cd8, Yosys 0.63+post, stock flow scripts
make -C /OpenROAD-flow-scripts/flow DESIGN_CONFIG=/design/flow/config.mk WORK_HOME=/design/flow/orfs finish

==> reports/metrics.sh <==
OUTCOME='completed'
DETAIL_ROUTE.WL_PER_CELL_UM=5.45
MAX-CLOCK-PATH-BUFFERS=2
POWER_FRAC_CLOCK_PCT=45.3
INITIAL_ANTENNA_VIOLATION_COUNT=0
WORST-ENDPOINT-REQUIRED_NS=1.44
CTS.SINK_COUNT=4
CTSHTREEMAXLEVEL=1
WORSTSETUPENDPOINTTYPE='output pin'
CHIPHEIGHT_UM=80
FIN_SKEW_NS=0.000576
FINAL_LAYOUT_SIZE_SUFFIX_GT1_SHARE_PCT=33.3
STARTPOINT_TYPE='register'
POWER.SWITCHING_FRACTION_PCT=20.4
WORST-SLEW-PIN-TRANSITION_NS=0.202
REGTOREGENDPOINT='counter[2]$_DFFE_PN0P_'
IOS=4
POWER.IR.VDD_WORST_mV=0.154
COREAREA_UM2=3420
GRT_FIRST_PASS_WIRELENGTH_UM=572
POWER.STATIC_LEAKAGE_nW=0.125
WARNINGS=25
SYNTH_STAT.CELLS=14
INSERTEDDIODECOUNT=0
SETUP_TOTAL_NEGATIVE_SLACK_NS=0
POWER_DENS_CELLS_nW_PER_UM2=757
GRT_MAX_DEGREE=5
RSZ0062_AT_GRT='false'
AREA_ADDED_BETWEEN_SYNTHESIS_AND_FINISH_PCT=74.6
SETUP.REG_TO_REG.WORST_SLACK_NS=0.71
TIMING_MAX_TRANSITION_VIOLATIONS_FINAL=0
HOLD_VIOL=0
FIRST_GLOBAL_VIAS=133
VIAS=134
GRT.TOTAL_USAGE_PCT=1.28
YOSYSSEQAREASHARE_PCT=56.3
NUMSYNTHFLOPS=4
P_SWITCHING_mW=0.0479
SYNTHESIZED_CHIP_AREA_REPORTED_BY_YOSYS_UM2=178
FINAL-COMB-AREA_UM2=88.8
DRC_ERRORS=0
CTS_BUFFERS=3
DRT_FIRST_ITER_VIOLATIONS=0
FINALCRITPERIODSHARE_PCT=95.3
CRITICAL_PATH.N_BUFFERS_INVERTERS=1
FINAL.SETUP.WORST_SLACK_NS=0.0854
CP_CELL_SEQUENCE='ha_2 > ha_4 > clkdlybuf4s50_1'
FIN_HOLD_WS_NS=0.342
MET1_USAGE_PCT=1.07
MIN_PERIOD_NS=1.71
GRT_MOST_USED_LAYER='met3'
FP_UTIL_PCT=5.20
FLOORPLAN.DIE.WIDTH_UM=80
DRT_PASS1_ITERATIONS=1
IO_BUFFERS=3
SYNTH_AREA_PER_CELL_UM2=12.7
POST_SYNTH_MAIN_AREA_CONTRIBUTORS='dfrtp_1 56%, ha_1 14%, mux2i_1 11%, nor2_1 6.3%, a21o_2 4.9%'
TIMING.RR.START='counter[1]$_DFFE_PN0P_'
SLEW-LIMIT-HEADROOM_PCT=86.5
FINALWIRELENGTH_UM=365
POST-PLACE-WS_NS=0.233
AREA.SEQUENTIAL_UM2=100
POST_SYNTH_NUM_CELL_TYPES=7
P_COMB_SHARE_PCT=11.5
ROUTE.DETAILED.VIAS_PER_INST=2.00
FILLERS=402
CRITICALPATHCATEGORY='register to output pin'
CLK-INSERTION-DELAY-LATE_NS=0.23
CLK_PIN_SLEW_NS=0.03
PLACEMENT_ROWS=21
AREA_OF_THE_MAPPED_NETLIST_UM2=178
TIMING.CRITICAL_PATH.MAX_DELAY_FAMILY='buffers and inverters'
REG2REGPATHDEPTH=4
POWER_FRAC_SEQ_PCT=43.2
CTSROOTBUFFERMASTER='clkbuf_4'
SYNTH_CELLS=14
GRT_OVERFLOW=0
DIE_AREA_UM2=6400
HOLD_PATH.CLASS='input port to async pin'
ARRIVAL_TIME_OF_DATA_AT_THE_CRITICAL_PATH_ENDPOINT_NS=1.35
ANTENNA_LEFT=0
USE_MET3_PCT=2.27
GP_CONGESTION=0.579
CPMAXSTAGEDELAYCELL='clkdlybuf4s50_1'
NUMBER_OF_WARNING_MESSAGES_IN_THE_YOSYS_LOG=1
CTS_TREE='built'
CRITICAL_PATH_PEAK_FANOUT=2
CAP_VIOLATIONS=0
INTPOWER_mW=0.187
SYNTH_LARGEST_TYPE_AREA_FRACTION_PCT=56.3
TOP_AREA_CELL='dfrtp_1'
MAX_STAGE_DELAY_NS=0.40
MAXIMUM_OPERATING_FREQUENCY_MHz=583
GRTUSAGEMET2_PCT=1.36
SETUP_VIOL_COUNT_FINAL=0
==> cells in the mapped netlist <==
library cell	instances
nor2_1	3
mux2i_1	2
a21o_2	1
dfrtp_1	4
xnor2_1	1
ha_1	2
inv_1	1
==> what timing repair did <==
item / CTS / global route
hold buffers: 0 / 0
resized: 0 / 3
setup endpoints to repair: 1 / 1
setup buffers: 1 / 0
pin swaps: 0 / 1
==> logic make-up (layout without fill, tap and decap cells) <==
group	after synthesis	count (layout)	share of synthesized area (%)
flops	4	4	56.3
simple gates	3	3	6.34
xor+xnor	1	1	4.93
fa+ha+maj	2	2	14.1
buf+inv	1	8	2.11
mux	2	2	11.3
compound gates	1	1	4.93
==> power by group through the flow <==
stage                 logic (mW)  clock network [mW]  registers (mW)
final                     0.0270               0.106           0.102
after global routing      0.0320               0.121           0.102
after CTS                 0.0256               0.112           0.100
==> worst max-delay path by stage <==
stage | startpoint | end | slack [ns] | depth (start not counted)
CTS | counter[0]$_DFFE_PN0P_ | outcount | 0.004 | 3
global route | counter[1]$_DFFE_PN0P_ | outcount | 0.02 | 3
finish | counter[1]$_DFFE_PN0P_ | outcount | 0.09 | 3
==> cells in the final DEF, fill, tap and decap left out, drive strengths merged <==
cell type,n
ha,2
xnor2,1
a21o,1
clkbuf,3
dfrtp,4
inv,1
mux2i,2
buf,1
nor2,3
clkdlybuf4s50,3
==> per-stage QoR <==
step / cells / area [um^2] / power (mW) / utilization [%]
final: 67 / 310 / 0.235 / 9.08
after global routing: 67 / 310 / 0.255 / 9.08
after CTS: 67 / 295 / 0.238 / 8.64
after detailed placement: 63 / 265 / 0.124 / 7.77
after global placement: 63 / 265 / 0.122 / 7.77
after floorplan: 14 / 178 / 0.113 / -
==> metal layers <==
| layer | share of wire (%) | vias to the layer above | routed length, um |
|---|---|---|---|
| li1 | - | 61 | - |
| met3 | 22 | 2 | 81 |
| met5 | 0 | - | 0 |
| met2 | 40 | 11 | 146 |
| met4 | 2.2 | 0 | 8 |
| met1 | 35 | 60 | 128 |
==> state kept, by name, summed over array words and instances, names as in the netlist <==
| register | cells |
|---|---|
| en | 1 |
| counter | 3 |
==> area by class of cell <==
class | count | area share, %
Multi-Input combinational cell | 9 | 28.6
Inverter | 1 | 1.21
Tap cell | 46 | 18.5
Clock buffer | 3 | 7.26
Timing Repair Buffer | 4 | 12.1
Sequential cell | 4 | 32.3
Power and IR drop assume default switching activity.
